File: /design/flow/config.mk
export PLATFORM = sky130hd
export DESIGN_NAME = VGA_TLM
export DESIGN_NICKNAME = VGA_TLM
export VERILOG_FILES = /design/flow/design.v
export SDC_FILE = /design/flow/constraint.sdc
export NUM_CORES = 4
export LEC_CHECK = 1
export CORE_UTILIZATION = 30
File: /design/flow/constraint.sdc
current_design VGA_TLM

set clk_period 1.3
set clk_io_pct 0.2

create_clock -name clk0 -period $clk_period [get_ports {i_clk}]

set non_clock_inputs [all_inputs -no_clocks]
set_input_delay [expr $clk_period * $clk_io_pct] -clock clk0 $non_clock_inputs
set_output_delay [expr $clk_period * $clk_io_pct] -clock clk0 [all_outputs]
File: /design/flow/design.v
`default_nettype none
`timescale 1ns/1ns
module VGA_TLM
(
    input i_clk,
    output o_vgaHSync,
    output o_vgaVSync,
    output o_vgaR0,
    output o_vgaR1,
    output o_vgaR2,
    output o_vgaG0,
    output o_vgaG1,
    output o_vgaG2,
    output o_vgaB0,
    output o_vgaB1,
    output o_vgaB2
);
    wire w_reset;
    Power_On_Reset por
    (
      .i_clk(i_clk),    
      .i_asyncReset(1'b0),
      .o_syncReset(w_reset)
    );
    wire w_hs, w_vs, w_activeArea;
    wire [9:0] w_px;
    wire [9:0] w_py;
    VGA_HS_VS vgaHsVs
    (
        .i_clk(i_clk),
        .i_reset(w_reset),
        .o_hs(w_hs),
        .o_vs(w_vs),
        .o_activeArea(w_activeArea),
        .o_px(w_px),
        .o_py(w_py)
    );
    assign o_vgaHSync = w_hs;
    assign o_vgaVSync = w_vs;
    wire [2:0] w_red;
    wire [2:0] w_green;
    wire [2:0] w_blue;
    VGA_PSYCHEDELIC_PATTERN psychPattern
    (
        .i_clk(i_clk),
        .i_reset(w_reset),
        .i_px(w_px),
        .i_py(w_py),
        .i_activeArea(w_activeArea),
        .o_red(w_red),
        .o_green(w_green),
        .o_blue(w_blue)
    );
    assign o_vgaR0 = w_red[0];
    assign o_vgaR1 = w_red[1];
    assign o_vgaR2 = w_red[2];
    assign o_vgaG0 = w_green[0];
    assign o_vgaG1 = w_green[1];
    assign o_vgaG2 = w_green[2];
    assign o_vgaB0 = w_blue[0];
    assign o_vgaB1 = w_blue[1];
    assign o_vgaB2 = w_blue[2];
endmodule
`default_nettype none
module Power_On_Reset
(
      input i_clk,    
      input i_asyncReset,
      output o_syncReset
);
    bit [2:0] r_q = '0;
    always_ff @(posedge i_clk, posedge i_asyncReset)
        if (i_asyncReset == 1'b1)
            r_q <= '0;
        else
            r_q <= { r_q[1:0], !i_asyncReset };
    assign o_syncReset = !(r_q == '1);
endmodule
`default_nettype none
module VGA_HS_VS
#(
    parameter H_TOTAL = 800,
    parameter V_TOTAL = 525,
    parameter H_SYNC = 96,
    parameter V_SYNC = 2,
    parameter H_BACK_PORCH = 48,
    parameter H_FRONT_PORCH = 16,
    parameter V_BACK_PORCH = 33,
    parameter V_FRONT_PORCH = 10
)
(
    input i_clk,
    input i_reset,
    output o_hs,
    output o_vs,
    output o_activeArea,
    output [9:0] o_px,
    output [9:0] o_py
);
    bit [9:0] r_hCnt = 0;
    bit [9:0] r_vCnt = 0;
    bit r_vCntEnable = 1'b0;
    bit r_hs = 1'b0;
    bit r_vs = 1'b0;
    bit r_activeArea = 1'b0;
    bit r_hActive = 1'b0;
    bit r_vActive = 1'b0;
    bit [9:0] r_px = 0;
    bit [9:0] r_py = 0;
    always_ff @(posedge i_clk, posedge i_reset)
    if (i_reset == 1'b1)
    begin
        r_hCnt <= 0;
        r_vCnt <= 0;
        r_vCntEnable <= 1'b0;
        r_hs <= 1'b0;
        r_vs <= 1'b0;
        r_activeArea <= 1'b0;
        r_hActive <= 1'b0;
        r_vActive <= 1'b0;
        r_px <= 0;
        r_py <= 0;
    end
    else
    begin
        if (r_hCnt < (H_TOTAL - 1))
        begin
            r_hCnt <= r_hCnt + 1;
            r_vCntEnable <= 1'b0;
        end
        else
        begin
            r_hCnt <= 0;
            r_vCntEnable <= 1'b1;
        end
        if (r_vCntEnable == 1'b1)
        begin
            if (r_vCnt < (V_TOTAL - 1))
                r_vCnt <= r_vCnt + 1;
            else
                r_vCnt <= 0;
        end
        r_hs <= (r_hCnt < H_SYNC) ? 1'b0 : 1'b1;
        r_vs <= (r_vCnt < V_SYNC) ? 1'b0 : 1'b1;
        if ((r_hCnt >= (H_SYNC + H_BACK_PORCH)) && (r_hCnt < (H_TOTAL - H_FRONT_PORCH)))
        begin
            r_px <= r_hCnt - 10'(H_SYNC) - 10'(H_BACK_PORCH);
            r_hActive <= 1'b1;
        end
        else
        begin
            r_px <= 0;
            r_hActive <= 1'b0;
        end
        if ((r_vCnt >= (V_SYNC + V_BACK_PORCH)) && (r_vCnt < (V_TOTAL - V_FRONT_PORCH)))
        begin
            r_py <= r_vCnt - 10'(V_SYNC) - 10'(V_BACK_PORCH);
            r_vActive <= 1'b1;
        end
        else
        begin
            r_py <= 0;
            r_vActive <= 1'b0;
        end
        r_activeArea <= r_hActive & r_vActive;
    end
    assign o_activeArea = r_activeArea;
    assign o_hs = r_hs;
    assign o_vs = r_vs;
    assign o_px = r_px;
    assign o_py = r_py;
endmodule
`default_nettype none
module VGA_PSYCHEDELIC_PATTERN
#
(
    parameter CLKS_PER_MS = 25_000
)
(
    input i_clk,
    input i_reset,
    input [9:0] i_px,
    input [9:0] i_py,
    input i_activeArea,
    output [2:0] o_red,
    output [2:0] o_green,
    output [2:0] o_blue
);
    bit [15:0] r_millisec = 0;
    bit [15:0] r_cnt = 0;
    bit [2:0] r_red = 0;
    bit [2:0] r_green = 0;
    bit [2:0] r_blue = 0;
    always_ff @(posedge i_clk, posedge i_reset)
    if (i_reset == 1'b1)
    begin
        r_millisec <= 0;
        r_cnt <= 0;
        r_red <= 0;
        r_green <= 0;
        r_blue <= 0;
    end
    else
    begin
        if (r_cnt < (CLKS_PER_MS - 1))
            r_cnt <= r_cnt + 1;
        else
        begin
            r_cnt <= 0;
            r_millisec <= r_millisec + 1;
        end
        r_red <= i_px[4:2] ^ r_millisec[10:8];
        r_green <= i_py[4:2] + r_millisec[7:5];
        r_blue <= i_py[8:6] + r_millisec[11:9];
    end
    assign o_red = i_activeArea ? r_red : '0; 
    assign o_green = i_activeArea ? r_green : '0; 
    assign o_blue = i_activeArea ? r_blue : '0; 
endmodule
module VGA_RGB_PATTERN
(
    input i_clk,
    input i_reset,
    input [9:0] i_px,
    input [9:0] i_py,
    input i_activeArea,
    output [2:0] o_red,
    output [2:0] o_green,
    output [2:0] o_blue
);
    bit [2:0] r_red = 0;
    bit [2:0] r_green = 0;
    bit [2:0] r_blue = 0;
    always_ff @(posedge i_clk, posedge i_reset)
    if (i_reset == 1'b1)
    begin
        r_red <= 0;
        r_green <= 0;
        r_blue <= 0;
    end
    else
    begin
        if (i_px < 213)
        begin
            r_red <= 3'b111;
            r_green <= 3'b000;
            r_blue <= 3'b000;
        end
        else if (i_px <= 427)
        begin
            r_red <= 3'b000;
            r_green <= 3'b111;
            r_blue <= 3'b000;
        end
        else
        begin
            r_red <= 3'b000;
            r_green <= 3'b000;
            r_blue <= 3'b111;
        end
    end
    assign o_red = i_activeArea ? r_red : '0; 
    assign o_green = i_activeArea ? r_green : '0; 
    assign o_blue = i_activeArea ? r_blue : '0; 
endmodule
module VGA_CHESS_PATTERN
(
    input i_clk,
    input i_reset,
    input [9:0] i_px,
    input [9:0] i_py,
    input i_activeArea,
    output [2:0] o_red,
    output [2:0] o_green,
    output [2:0] o_blue
);
    bit [2:0] r_red = 0;
    bit [2:0] r_green = 0;
    bit [2:0] r_blue = 0;
    always_ff @(posedge i_clk, posedge i_reset)
    if (i_reset == 1'b1)
    begin
        r_red <= 0;
        r_green <= 0;
        r_blue <= 0;
    end
    else
    begin
        if (((i_py[4] == 1'b0) && (i_px[4] == 1'b1)) || ((i_py[4] == 1'b1) && (i_px[4] == 1'b0)))
        begin
            r_red <= 3'b111;
            r_green <= 3'b111;
            r_blue <= 3'b111;
        end
        else
        begin
            r_red <= 3'b000;
            r_green <= 3'b000;
            r_blue <= 3'b000;
        end
    end
    assign o_red = i_activeArea ? r_red : '0; 
    assign o_green = i_activeArea ? r_green : '0; 
    assign o_blue = i_activeArea ? r_blue : '0; 
endmodule
File: /design/flow/run.sh
#!/bin/bash
# OpenROAD 26Q1-2900-gdf79404cd8, Yosys 0.63+post, stock flow scripts
make -C /OpenROAD-flow-scripts/flow DESIGN_CONFIG=/design/flow/config.mk WORK_HOME=/design/flow/orfs finish
==> results.yml <==
# generated from flow reports
logic_synthesis:
  yosys_area_sq_mm: 0.003422
  top_area_share_pct: 52.65
  synth.distinct_cells: 47
  edf_count: 0
  syn-instance-count: 324
  yosys_warnings: 3
  syn_area_sq_mm: 0.003422
  netlist_top_cells_count: "72 x dfrtp_1, 45 x nor2_1, 31 x xnor2_1"
  ys_cells: 324
  synth_area_leader_cell: "dfrtp_1"
  ys_ff: 75
  syn_area_per_cell_sq_um: 10.56
  yosysSeqAreaShare_pct: 54.41
  flop_cell: "dfrtp_1"
  synth.most_common_cell: "dfrtp_1"
  synthTopCellsByArea: "dfrtp_1 53%, xnor2_1 7.9%, nor2_1 4.9%"
  async_flop_share_pct: 96.00
cts:
  cts_buffers: 9
  clk_path_buf_depth: 2
  cts_root_buffer: "clkbuf_16"
  tritoncts: "built"
  cts_max_level: 3
  clk_latency_ns: 0.33
  clk_pin_slew_worst_paths_ns: 0.06
  cts_sinks: 75
hold_path:
  worstHoldPathType: "reg2async"
status:
  failed_checks: "setup timing"
  outcome: "complete, but fails checks"
final_timing:
  grt_setup_unrepaired: "yes"
  max_freq_mhz: 611.3
  slew_viol_final: 0
  min_period_over_period_pct: 125.8
  hold_violations: 0
  worst_slack_ns: -0.3360
  period_needed_ns: 1.636
  fin_skew_ns: 0.006375
  setup_viol: 55
pwr:
  power_density_mw_per_mm2: 1104
  finalPower_uw: 5479
  power.leakage_uw: 0.002277
  ir_drop_v: 0.0009182
die:
  fp_util_pct: 31.16
  fp.dieW_microns: 108.8
  die_area_sq_mm: 0.01184
  coreArea_sq_mm: 0.01098
  ios: 12
  rows: 38
  die_y_microns: 108.8
layout:
  layout-drive-gt1-share_pct: 45.93
  fin_util_pct: 45.18
  area_growth_pct: 45.01
  nFillCells: 931
place:
  hpwlAfterDp_microns: 4321
  place.gp.congestion: 0.8185
  port_buffers: 11
drt:
  drt_iter0_drc: 167
  diodes: 0
  firstDrtPassIters: 4
  avgRoutedWirePerCell_microns: 12.37
  via_per_inst: 4.600
  ant_nets: 0
  drc: 0
  vias: 2567
  drt_wl_total_microns: 6904
setup_path:
  critical-path-top-delay-family: "flip-flops"
  crit_slowest_cell: "dfrtp_1"
  crit_start: "psychPattern.r_cnt[1]"
  start_kind: "flip-flop"
  crit_buf_inv: 0
  critPathMaxFanout: 4
  cp_cell_sequence: "ha_4 > a2111oi_4 > nor4_2 > or2_4 > mux2_4"
  criticalPathCategory: "reg2reg"
  cp.required_ns: 1.51
  crit_path_end_kind: "flip-flop"
  cpPeakStageDelay_ns: 0.41
  arrival_ns: 1.85
  reg2reg_from: "psychPattern.r_cnt[1]"
grt:
  grt_max_degree: 26
  overflow: 0
  antenna_found_initial: 0
  grt_pass1_wl_microns: 11590
  grt_pass1_vias: 2453
  grt_use_total_pct: 12.56
job:
  maxCapViolCount: 0
  warning_count: 30
==> routing by layer <==
layer | vias to the layer above | share of wire (%) | GRT usage [%] | wire length (microns)
met5 | - | 0 | 0 | 0
met4 | 0 | 1.1 | 1.351 | 77
met3 | 9 | 4.1 | 2.986 | 286
met2 | 38 | 46 | 19.48 | 3184
met1 | 1257 | 49 | 18.99 | 3356
li1 | 1263 | - | - | -
==> report_power, final <==
| part | internal (uW) | switching (uW) |
|---|---|---|
| Sequential | 2470 | 96.8 |
| Clock | 1470 | 883 |
| Combinational | 299 | 259 |
==> final timing paths <==
path	endpoint	cells after the start	slack (ns)
max	psychPattern.r_millisec[1]	5	-0.34
min	vgaHsVs.r_hCnt[3]	1	0.30
max reg2reg	psychPattern.r_millisec[1]	5	-0.34
min reg2reg	vgaHsVs.r_hCnt[3]	1	0.30
max in group asynchronous	vgaHsVs.r_activeArea	2	0.55
min in group clk0	por.r_q[2]	0	0.35
==> logic make-up after synthesis <==
family	after synthesis	synth area share, %
and+or+nand+nor	129	19.20
DFF	75	54.41
xor gates and xnor gates	45	11.52
AOI/OAI and AO/OA	32	6.654
buffers and inverters	30	3.656
adders and majority gates	9	3.729
other	2	0.2195
muxes	2	0.6216
==> cells in the final DEF (no fill, tap or decap), types with 4 or more instances in the layout <==
cell       count
buf_2          7
and3_1         7
nand4_1        5
xor2_1        13
nor3_2         4
inv_1         12
buf_4         70
nor3_1         5
nor4_2         4
dfrtp_2        6
xnor2_1       30
nand2_1       19
nor2_1        20
nor2_2        17
and2_4        11
nand3_1        5
o2111ai_2      4
dfrtp_1       66
buf_6         12
clkbuf_16      9
nor2_4         8
and2_1         5
==> area by class of cell <==
type / count / area [sq um] / share of cell area [%]
flip-flops and latches: 75 / 1869 / 37.67
multi-input cells: 219 / 1804 / 36.36
repair buffers: 94 / 773.2 / 15.58
clock buffers: 10 / 229.0 / 4.614
well taps: 140 / 175.2 / 3.530
inverters: 15 / 56.30 / 1.135
clock inverters: 5 / 55.05 / 1.109
==> registers in the layout, summed over array words and instances, names as in the netlist, 3 cells and up <==
| name | count |
|---|---|
| vgaHsVs.r_py | 6 |
| vgaHsVs.r_vCnt | 10 |
| psychPattern.r_millisec | 12 |
| psychPattern.r_cnt | 16 |
| por.r_q | 3 |
| vgaHsVs.r_hCnt | 10 |
| vgaHsVs.r_px | 3 |
| psychPattern.r_green | 3 |
| psychPattern.r_red | 3 |
| psychPattern.r_blue | 3 |
==> timing repair <==
action | 4_1_cts | 5_1_grt
setup buffers | 10 | 8
pin swaps | 17 | 12
gates cloned | 1 | 0
setup endpoints to repair | 69 | 69
hold endpoints to repair | 0 | 0
gates resized | 85 | 37
hold buffers | 0 | 0
==> stage by stage <==
stage                     hold WS (ns)  TNS (ns)  worst slack, ns  area [sq um]  cells
after floorplan                 0.3315    -11.26          -0.3986          3563    324
after global placement          0.2955    -13.89          -0.3331          4253    524
after detailed placement        0.3007    -14.78          -0.3359          4253    524
after CTS                       0.3125    -11.33          -0.3287          4781    550
after global routing            0.3305    -16.50          -0.4223          4962    558
final                           0.2969    -11.54          -0.3360          4962    558
No activity file was given, so power comes from the tool's default toggle rates.
