===== /design/flow/config.mk =====
export PLATFORM = sky130hd
export DESIGN_NAME = VGA_RGB_PATTERN
export DESIGN_NICKNAME = VGA_RGB_PATTERN
export VERILOG_FILES = /design/flow/design.v
export SDC_FILE = /design/flow/constraint.sdc
export NUM_CORES = 4
export LEC_CHECK = 1
export CORE_AREA = 10 10 70 70
export DIE_AREA = 0 0 80 80

===== /design/flow/constraint.sdc =====
current_design VGA_RGB_PATTERN

set clk_period 1.0
set clk_io_pct 0.2

create_clock -name clk0 -period $clk_period [get_ports {i_clk}]

set non_clock_inputs [all_inputs -no_clocks]
set_input_delay [expr $clk_period * $clk_io_pct] -clock clk0 $non_clock_inputs
set_output_delay [expr $clk_period * $clk_io_pct] -clock clk0 [all_outputs]

===== /design/flow/design.v =====
`default_nettype none
module VGA_PSYCHEDELIC_PATTERN
#
(
    parameter CLKS_PER_MS = 25_000
)
(
    input i_clk,
    input i_reset,
    input [9:0] i_px,
    input [9:0] i_py,
    input i_activeArea,
    output [2:0] o_red,
    output [2:0] o_green,
    output [2:0] o_blue
);
    bit [15:0] r_millisec = 0;
    bit [15:0] r_cnt = 0;
    bit [2:0] r_red = 0;
    bit [2:0] r_green = 0;
    bit [2:0] r_blue = 0;
    always_ff @(posedge i_clk, posedge i_reset)
    if (i_reset == 1'b1)
    begin
        r_millisec <= 0;
        r_cnt <= 0;
        r_red <= 0;
        r_green <= 0;
        r_blue <= 0;
    end
    else
    begin
        if (r_cnt < (CLKS_PER_MS - 1))
            r_cnt <= r_cnt + 1;
        else
        begin
            r_cnt <= 0;
            r_millisec <= r_millisec + 1;
        end
        r_red <= i_px[4:2] ^ r_millisec[10:8];
        r_green <= i_py[4:2] + r_millisec[7:5];
        r_blue <= i_py[8:6] + r_millisec[11:9];
    end
    assign o_red = i_activeArea ? r_red : '0; 
    assign o_green = i_activeArea ? r_green : '0; 
    assign o_blue = i_activeArea ? r_blue : '0; 
endmodule
module VGA_RGB_PATTERN
(
    input i_clk,
    input i_reset,
    input [9:0] i_px,
    input [9:0] i_py,
    input i_activeArea,
    output [2:0] o_red,
    output [2:0] o_green,
    output [2:0] o_blue
);
    bit [2:0] r_red = 0;
    bit [2:0] r_green = 0;
    bit [2:0] r_blue = 0;
    always_ff @(posedge i_clk, posedge i_reset)
    if (i_reset == 1'b1)
    begin
        r_red <= 0;
        r_green <= 0;
        r_blue <= 0;
    end
    else
    begin
        if (i_px < 213)
        begin
            r_red <= 3'b111;
            r_green <= 3'b000;
            r_blue <= 3'b000;
        end
        else if (i_px <= 427)
        begin
            r_red <= 3'b000;
            r_green <= 3'b111;
            r_blue <= 3'b000;
        end
        else
        begin
            r_red <= 3'b000;
            r_green <= 3'b000;
            r_blue <= 3'b111;
        end
    end
    assign o_red = i_activeArea ? r_red : '0; 
    assign o_green = i_activeArea ? r_green : '0; 
    assign o_blue = i_activeArea ? r_blue : '0; 
endmodule
module VGA_CHESS_PATTERN
(
    input i_clk,
    input i_reset,
    input [9:0] i_px,
    input [9:0] i_py,
    input i_activeArea,
    output [2:0] o_red,
    output [2:0] o_green,
    output [2:0] o_blue
);
    bit [2:0] r_red = 0;
    bit [2:0] r_green = 0;
    bit [2:0] r_blue = 0;
    always_ff @(posedge i_clk, posedge i_reset)
    if (i_reset == 1'b1)
    begin
        r_red <= 0;
        r_green <= 0;
        r_blue <= 0;
    end
    else
    begin
        if (((i_py[4] == 1'b0) && (i_px[4] == 1'b1)) || ((i_py[4] == 1'b1) && (i_px[4] == 1'b0)))
        begin
            r_red <= 3'b111;
            r_green <= 3'b111;
            r_blue <= 3'b111;
        end
        else
        begin
            r_red <= 3'b000;
            r_green <= 3'b000;
            r_blue <= 3'b000;
        end
    end
    assign o_red = i_activeArea ? r_red : '0; 
    assign o_green = i_activeArea ? r_green : '0; 
    assign o_blue = i_activeArea ? r_blue : '0; 
endmodule

===== /design/flow/run.sh =====
#!/bin/bash
# OpenROAD 26Q1-2900-gdf79404cd8, Yosys 0.63+post, stock flow scripts
make -C /OpenROAD-flow-scripts/flow DESIGN_CONFIG=/design/flow/config.mk WORK_HOME=/design/flow/orfs finish

==> run summary <==
Failing checks: negative setup slack
Tmin final: 1.14 ns
Synthesis area per yosys: 200 um2
Max Cap Viol: 0
Congestion Overflow GR: 0
Flops & latches, synth: 3
Critical path startpoint category: flop
Post-route total power: 0.488 mW
Run status: finished with violations
Synth area leader: dfrtp_1
H-tree Lvls: 1
Synth Warn #: 1
Post-synthesis cell type count: 12
Tool warnings: 37
Least-Margin Pin Slew: 0.188 ns
Num rows: 21
CP endpoint kind: output pin
FMAX: 880 MHz
Initial antenna violation count: 0
Die y size: 80 um
Design Area, Final: 518 um2
Fill count: 387
Main logic family after synthesis: buffers and inverters
DP Area: 430 um2
Hold Path Class: in -> async
Clock slew at reported path FFs: 0.04 ns
Fraction of layout instances using a drive strength above 1: 47.8%
Adder Share, Synth: 0%
Static Leak: 0.254 nW
DRT Wirelength: 757 um
Port bufs: 21
I/O pin cnt: 32
Gpl congestion: 0.691
Synth Instances: 23
PD cells: 941 nW/um2
Top cells, area: dfrtp_1, buf_4, and2_1
Peak VDD IR: 0.246 mV
Max Buffers Root-to-Sink: 2
Global-route wire length before repair: 1240 um
Critical path fanouts, max: 2
RSZ-0062 raised after global routing: yes
Drt pass-1 iters: 3
Final Cycle Share: 114%
Post-Syn Area per Cell: 8.70 um2
Vias in the first global route: 294
WL/cell: 8.23 um
Largest net degree at the start of global routing: 5
Num Clock Sinks: 3
TritonCTS clock tree: yes
Ao+oa area frac: 19.4%
WHS: 0.143 ns
Iteration-0 DRC Markers: 3
DRC viols: 0
Clock root cell: clkbuf_4
PnR worst setup slack: -0.136 ns
Top cell area share: 37.5%
Relative slew slack: 87.3%
Via/cell ratio: 2.68
Final hold violation count: 0
Ant diodes: 0
Die X: 80 um
Die area: 6400 um2
Total CTS buffers: 3
CP arrival: 0.94 ns
Finished Core Util: 15.2%
XOR Share, Synth: 0%
Synthesis-to-layout area growth: 159%
Setup crit start: r_green[1]$_DFF_PP0_
Total core area: 3420 um2
Remaining antenna violation count: 0
Max Slew Vio Count: 0
Pre-placement core utilization: 5.86%
Via count: 247
Simple-Gate Fraction of Synth Area: 18.8%
Yosys cell count: 23
Req. time, crit path: 0.80 ns
Mapped Area: 200 um2
Tot GR Track Use: 2.32%
Seq share, synth: 37.5%
Synth mux share: 0%
Critical path class: reg -> out
Setup-failing EPs final: 9
==> worst max path at each step <==
stage / depth (start not counted) / end / slack [ns]
final: 3 / o_green[2] / -0.14
after global routing: 3 / o_blue[1] / -0.18
after CTS: 3 / o_red[1] / -0.14
==> cell type report <==
cell class                 instances  area (um2)  area share (%)
clock buffer                       4        26.3            5.07
sequential                         3        75.1            14.5
inverter                           1        3.75           0.725
timing repair buffer              25         262            50.5
multi-input combinational         13        93.8            18.1
tap                               46        57.6            11.1
==> cells in the final DEF, fill, tap and decap left out <==
| cell | count |
|---|---|
| clkbuf_1 | 1 |
| buf_4 | 1 |
| clkbuf_4 | 3 |
| clkdlybuf4s50_1 | 4 |
| a21oi_2 | 1 |
| o211ai_1 | 1 |
| nand3_1 | 1 |
| nor4_2 | 1 |
| buf_2 | 1 |
| dfrtp_1 | 3 |
| a22o_2 | 1 |
| dlymetal6s2s_1 | 4 |
| buf_6 | 11 |
| dlygate4sd2_1 | 4 |
| inv_1 | 1 |
| and2_4 | 3 |
| o21ai_1 | 1 |
| o21ai_0 | 1 |
| a31oi_1 | 1 |
| nor2_1 | 2 |
==> synthesized netlist by cell type, drive strengths merged <==
library cell  number
o211ai             1
dfrtp              3
a22o               1
nor4               1
and2               3
o21ai              2
a21oi              1
nor2               2
buf                6
a31oi              1
inv                1
nand3              1
==> routing by layer <==
metal / global-route usage, % / part of all wire (%)
met5: 0 / 0
met4: 1.41 / 4.5
met3: 2.27 / 22
met2: 2.25 / 27
met1: 2.93 / 46
==> state kept, by name, indices dropped and copies added (netlist names) <==
signal,flops
r_green,1
r_blue,1
r_red,1
==> logic make-up after synthesis <==
kind of cell / count (synthesis)
buf+inv: 7
compound gates: 6
flops: 3
simple gates: 7
==> critical path, stage by stage (launching register included) <==
cell and delay, ns:
dfrtp_1 0.36, and2_4 0.14, buf_6 0.11, buf_6 0.10
==> power by group <==
| group | switching, mW | total (mW) | leakage, nW | internal (mW) |
|---|---|---|---|---|
| Combinational | 0.0423 | 0.144 | 0.202 | 0.101 |
| Sequential | 0.00265 | 0.134 | 0.0367 | 0.131 |
| Clock | 0.0609 | 0.210 | 0.0150 | 0.149 |
| Total | 0.106 | 0.488 | 0.254 | 0.382 |
==> timing repair <==
action / CTS / global route
gates resized: 42 / 10
setup endpoints to repair: 10 / 10
hold buffers: 0 / 0
pin swaps: 5 / 1
setup buffers: 3 / 0
endpoints found under the hold margin: 0 / 0
==> stage by stage <==
step                      setup TNS (ns)  std cells  worst slack, ns
after floorplan                        0         23            0.205
after global placement             -5.22         85           -0.511
after detailed placement           -5.45         85           -0.530
after CTS                         -0.959         92           -0.145
after global routing               -1.22         92           -0.178
final                             -0.876         92           -0.136
Power and IR drop assume default switching activity.
